===== ./config.mk =====
export PLATFORM = sky130hd
export DESIGN_NAME = color_mapper
export DESIGN_NICKNAME = color_mapper
export VERILOG_FILES = /design/flow/design.v
export SDC_FILE = /design/flow/constraint.sdc
export NUM_CORES = 4
export LEC_CHECK = 1
export CORE_UTILIZATION = 30

===== ./constraint.sdc =====
current_design color_mapper

set clk_period 34.7
set clk_io_pct 0.2

create_clock -name clk0 -period $clk_period

set non_clock_inputs [all_inputs -no_clocks]
set_input_delay [expr $clk_period * $clk_io_pct] -clock clk0 $non_clock_inputs
set_output_delay [expr $clk_period * $clk_io_pct] -clock clk0 [all_outputs]

===== ./design.v =====
module  color_mapper ( input        [9:0] BallX, BallY, DrawX, DrawY, Ball_size,
                       output logic [7:0]  Red, Green, Blue );
    logic ball_on;
    int DistX, DistY, Size;
	 assign DistX = DrawX - BallX;
    assign DistY = DrawY - BallY;
    assign Size = Ball_size;
    always_comb
    begin:Ball_on_proc
        if ( ( DistX*DistX + DistY*DistY) <= (Size * Size) ) 
            ball_on = 1'b1;
        else 
            ball_on = 1'b0;
     end 
    always_comb
    begin:RGB_Display
        if ((ball_on == 1'b1)) 
        begin 
            Red = 8'hff;
            Green = 8'h55;
            Blue = 8'h00;
        end       
        else 
        begin 
            Red = 8'h00; 
            Green = 8'h00;
            Blue = 8'h7f - DrawX[9:3];
        end      
    end 
endmodule

===== ./run.sh =====
#!/bin/bash
# OpenROAD 26Q1-2900-gdf79404cd8, Yosys 0.63+post, stock flow scripts
make -C /OpenROAD-flow-scripts/flow DESIGN_CONFIG=/design/flow/config.mk WORK_HOME=/design/flow/orfs finish

==> qor.txt <==
Flop Count = 0
std cell rows = 74
Design Area, Final = 13900 um2
Sum Neg Setup Slack = 0 ns
worst min-delay path startpoint = DrawX[7]
slowest CP cell = o31ai_4
synth-to-layout area growth = 9.99%
GRT Max-Usage Layer = met2
CP peak stage delay = 0.72 ns
Yosys Instances = 1411
Most Frequent Cell on Critical Path = fa_1
DRT antenna net count = 0
yosys synthesis chip area = 12600 um2
PortBufs = 69
worst path bufs/invs = 6
core area = 41200 um2
Avg Inst Size Synth = 8.96 um2
Cells after Synth = 1411
met2 GRT Util = 0.217
drt wl/cell = 12.7 um
hold path endpoint = Blue[4]
final period utilization = 0.719
Placed Area = 13900 um2
DP HPWL = 23400 um
Slew Limit Fails = 0
DR vias = 8704
status = finished, final reports clean
CP arrival = 18.02 ns
Required @ worst endpoint = 27.76 ns
RSZ-0062 raised after global routing = no
clock buffers = 0
filler cell count in the final layout = 4107
final WL = 25300 um
initial DRC count = 271
GR Layer Usage met1 = 0.189
aoi share = 0.0657
Total Routing Usage GR = 0.132
die height = 207 um
floorplan utilization = 0.307
yosys warns = 1
Hold Path Class = in -> out
crit path time final = 24.96 ns
Netlist cell types = 61
DR DRC count = 0
grt met3 use = 0.0341
Worst Tran Pin Value = 0.852 ns
Ports = 74
Mux area share = 0.00336
share of layout cells above drive strength 1 = 0.0185
Reg area = 0 um2
Worst setup SP type = input pin
Max Cap Viol = 0
largest net degree at the start of global routing = 20
initial antenna violation count = 0
dominant kind of combinational cell = adder cells
Hold Buf Count CTS = 0
XOR/XNOR Area Share = 0.0484
vias in the first global route = 9222
Post-CTS Setup Bufs = 0
gr ovfl total = 0
Final Hold Viols = 0
first-pass GRT wire length = 44500 um
DRT Pass-1 Iters = 5
# resized after CTS = 0
Simple-Gate Fraction of Synth Area = 0.111
hold path depth = 3
tool warnings = 42
Vias/cell = 4.37
critical path endpoint category = primary output
largest fanout on the critical path = 19
fmax = 40.1 MHz
Setup CP Type = in -> out
Max-Slew Margin vs Limit = 0.428
yosys adder share = 0.635
Diodes inserted = 0
Worst Setup SP = BallX[1]
Mapped Area = 12600 um2
die width = 207 um
Placer Congestion = 0.908
Die Size = 43000 um2
setup violators final = 0
Seq share, synth = 0
delay-heaviest family, CP = adder cells
==> cells in the mapped netlist, types with 2 or more instances <==
library cell,n,area share
or2_2,3,0.0015
o21ai_0,18,0.0071
and2_1,28,0.014
xnor2_1,47,0.033
nor3b_1,2,0.0012
mux2i_1,2,0.0016
nor2_1,111,0.033
and3_1,5,0.0025
mux2_2,2,0.0018
nand2_1,93,0.028
buf_2,2,0.00079
nand3_1,5,0.0020
ha_1,175,0.17
o21a_1,12,0.0071
nand4_1,5,0.0025
clkinv_1,7,0.0021
or3_1,5,0.0025
a21o_1,20,0.012
nor2b_1,15,0.0074
a211oi_1,5,0.0030
a21oi_1,33,0.013
nand2b_1,15,0.0074
a21boi_0,2,0.0012
o21ai_1,2,0.00079
inv_1,399,0.12
a31oi_1,10,0.0049
fa_1,292,0.46
buf_4,17,0.010
a311oi_1,2,0.0014
xor2_1,21,0.015
a31o_2,3,0.0021
nor3_1,12,0.0047
clkbuf_1,13,0.0039
==> final cells by class <==
cell class / count / area [um2] / share of cell area
inverter: 407 / 1530 / 0.110
tap: 532 / 666 / 0.0479
multi-input combinational: 975 / 10900 / 0.787
timing repair buffer: 80 / 773 / 0.0556
==> cell families (layout without fill, tap and decap cells) <==
group / count (synthesis) / after routing
buffers and inverters: 440 / 487
adder cells (fa/ha/maj): 467 / 467
XOR/XNOR: 69 / 69
other: 1 / 5
multiplexers: 4 / 4
AND/OR/NAND/NOR: 306 / 306
AND-OR/OR-AND: 124 / 124
==> stage by stage <==
step	hold WS [ns]	setup WS, ns	util	cells
6_report	14.81	9.74	0.338	1994
5_1_grt	14.85	8.88	0.338	1994
4_1_cts	14.81	9.71	0.338	1994
3_5_place_dp	14.80	9.77	0.338	1994
3_3_place_gp	14.80	10.06	0.338	1994
2_1_floorplan	13.89	11.88	-	1415
==> layout by cell type (no fill, tap or decap), drive strengths merged, types with 5 or more instances in the layout <==
cell type,synthesis,final
a21o,20,20
inv,400,400
a31oi,10,10
or3,5,5
o21a,12,12
nand3,6,6
conb,1,5
nor2,111,111
nand4,5,5
clkinv,7,7
nand2,93,93
and3,5,5
fa,292,292
nor2b,15,15
ha,175,175
nor3,12,12
xnor2,48,48
nand2b,15,15
and2,28,28
a211oi,5,5
o21ai,20,20
a21oi,33,33
clkdlybuf4s50,0,69
buf,20,11
xor2,21,21
==> routing by layer <==
layer	up-vias	wire length [um]
li1	4304	-
met1	4228	11200
met2	164	12500
met3	8	1440
met4	0	199
met5	-	0
==> worst max path at each step <==
stage     endpoint  cells past startpoint
4_1_cts   Green[0]                     37
5_1_grt   Green[0]                     37
6_report    Red[6]                     37
