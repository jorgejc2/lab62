==> design/flow/design.v <==
module  ball ( input Reset, frame_clk,
					input [7:0] keycode,
               output [9:0]  BallX, BallY, BallS );
    logic [9:0] Ball_X_Pos, Ball_X_Motion, Ball_Y_Pos, Ball_Y_Motion, Ball_Size;
	logic [9:0] Ball_X_Pos_Next, Ball_Y_Pos_Next, Ball_X_Motion_Next, Ball_Y_Motion_Next;
    parameter [9:0] Ball_X_Center=320;   
    parameter [9:0] Ball_Y_Center=240;   
    parameter [9:0] Ball_X_Min=0;        
    parameter [9:0] Ball_X_Max=639;      
    parameter [9:0] Ball_Y_Min=0;        
    parameter [9:0] Ball_Y_Max=479;      
    parameter [9:0] Ball_X_Step=1;       
    parameter [9:0] Ball_Y_Step=1;       
    assign Ball_Size = 4;   
	 always_ff @ (posedge Reset or posedge frame_clk )
    begin: Move_Ball
        if (Reset)   
        begin 
            Ball_Y_Motion <= 10'd0;  
				Ball_X_Motion <= 10'd0;  
				Ball_Y_Pos <= Ball_Y_Center;
				Ball_X_Pos <= Ball_X_Center;
        end
        else 
		begin
			Ball_X_Motion <= Ball_X_Motion_Next;
			Ball_Y_Motion <= Ball_Y_Motion_Next;
			Ball_X_Pos <= Ball_X_Pos_Next;
			Ball_Y_Pos <= Ball_Y_Pos_Next;
		end
	end
	always_comb
        begin 
			Ball_X_Motion_Next = Ball_X_Motion;
			Ball_Y_Motion_Next = Ball_Y_Motion;
				 if ( (Ball_Y_Pos + Ball_Size) >= Ball_Y_Max ) 
				 begin  
					  Ball_Y_Motion_Next = (~ (Ball_Y_Step) + 1'b1);   
				 end
				 else if ( (Ball_Y_Pos - Ball_Size) <= Ball_Y_Min )   
				 begin
					  Ball_Y_Motion_Next = Ball_Y_Step;
				 end
				  else if ( (Ball_X_Pos + Ball_Size) >= Ball_X_Max )   
				  begin
					  Ball_X_Motion_Next = (~ (Ball_X_Step) + 1'b1);   
				  end
				 else if ( (Ball_X_Pos - Ball_Size) <= Ball_X_Min )   
				 begin
					  Ball_X_Motion_Next = Ball_X_Step;
				 end
				 else 
				 begin
					  Ball_Y_Motion_Next = Ball_Y_Motion;   
				 end
				 case (keycode)
					8'h04 : begin
								if ( (Ball_X_Pos - Ball_Size) <= Ball_X_Min )
								begin
									Ball_X_Motion_Next = Ball_X_Step;
									Ball_Y_Motion_Next= 0;
								end
								else begin
								Ball_X_Motion_Next = -1; 
								Ball_Y_Motion_Next= 0;
								end
							  end
					8'h07 : begin
							if ( (Ball_X_Pos + Ball_Size) >= Ball_X_Max )
							begin
								Ball_X_Motion_Next = (~ (Ball_X_Step) + 1'b1);  
								Ball_Y_Motion_Next = 0;
							end
							else begin
								Ball_X_Motion_Next = 1; 
							  Ball_Y_Motion_Next = 0;
							end
							  end
					8'h16 : begin
							if ( (Ball_Y_Pos + Ball_Size) >= Ball_Y_Max )
							begin
							Ball_Y_Motion_Next = (~ (Ball_Y_Step) + 1'b1);
							Ball_X_Motion_Next = 0;
							end
							else begin
							Ball_Y_Motion_Next = 1; 
							  Ball_X_Motion_Next = 0;	
							end
							 end
					8'h1A : begin
							if((Ball_Y_Pos - Ball_Size) <= Ball_Y_Min )
							begin
								Ball_Y_Motion_Next = Ball_Y_Step;
								Ball_X_Motion_Next = 0;	
							end
							else begin
							Ball_Y_Motion_Next = -1; 
							  Ball_X_Motion_Next = 0;	
							end
							 end	  
					default: ;
			   endcase
			Ball_Y_Pos_Next = (Ball_Y_Pos + Ball_Y_Motion);   
			Ball_X_Pos_Next = (Ball_X_Pos + Ball_X_Motion);
		end  
    assign BallX = Ball_X_Pos;
    assign BallY = Ball_Y_Pos;
    assign BallS = Ball_Size;
endmodule
==> design/flow/run.sh <==
#!/bin/bash
# OpenROAD 26Q1-2900-gdf79404cd8, Yosys 0.63+post, stock flow scripts
make -C /OpenROAD-flow-scripts/flow DESIGN_CONFIG=/design/flow/config.mk WORK_HOME=/design/flow/orfs finish
==> design/flow/config.mk <==
export PLATFORM = sky130hd
export DESIGN_NAME = ball
export DESIGN_NICKNAME = ball
export VERILOG_FILES = /design/flow/design.v
export SDC_FILE = /design/flow/constraint.sdc
export NUM_CORES = 4
export LEC_CHECK = 1
export CORE_UTILIZATION = 30
==> design/flow/constraint.sdc <==
current_design ball

set clk_period 5.0
set clk_io_pct 0.2

create_clock -name clk0 -period $clk_period [get_ports {frame_clk}]

set non_clock_inputs [all_inputs -no_clocks]
set_input_delay [expr $clk_period * $clk_io_pct] -clock clk0 $non_clock_inputs
set_output_delay [expr $clk_period * $clk_io_pct] -clock clk0 [all_outputs]
==> flow_metrics.tcl <==
# implementation run metrics
set metrics [dict create \
    outcome "finished, final reports clean" \
    critPathTopFamily "AND-OR/OR-AND gates" \
    critPathMaxFanout 4 \
    cp.required_ns 5.19 \
    dr.pass1.iters 4 \
    postRouteAntennaNets 0 \
    leakage_uw 0.000946 \
    ir_drop_mv 0.170 \
    drt_first_iter_violations 55 \
    via_per_inst 4.90 \
    path_common_cell "o22a_1" \
    ys.flops 24 \
    crit_path_start_kind "input pin" \
    clock_latency_ns 0.26 \
    ys_warn_count 1 \
    cts_buffers 3 \
    path_clk_slew_ns 0.08 \
    drc 0 \
    rsz0062_at_grt "false" \
    synth_area_leader_cell "dfrtp_1" \
    hold_viol_final 0 \
    syn_area_sq_um 1780 \
    worst_slack_ns 2.45 \
    track_usage_pct 11.8 \
    cts_tree "done" \
    warnings 25 \
    postCtsSetupRepairBufs 0 \
    portBuffers 29 \
    drive_above_1_share_pct 7.41 \
    num_antenna_cells 0 \
    fin_crit_ns 2.55 \
    cts_hold_buf 0 \
    post_cts_resized 0 \
    area_growth_pct 21.5 \
    grt_pass1_vias 1253 \
    r2r.worst_path.cells 6 \
    fin_hold_ws_ns 0.511 \
    criticalPathCategory "in -> reg" \
    power_density_nw_per_um2 552 \
    cts-root-buf "clkbuf_8" \
    synth-edff-count 0 \
    grt_max_degree 25 \
    core_area_sq_um 5610 \
    finalSetupTns_ns 0 \
    setup_violations 0 \
    cp_cell_sequence "clkdlybuf4s50_1 > or3b_1 > o22a_1 > o22a_1 > o22ai_1 > mux2i_1" \
    hold_class "reg -> reg" \
    ys_top_cells_by_area "dfrtp_1, ha_1, dfstp_2" \
    htreeDepth 1 \
    wl_per_cell_microns 12.3 \
    vias 1410 \
    pre_cts_ws_ns 2.17 \
    regToRegStartpoint "Ball_Y_Motion[8]" \
    cts_buffer_depth 2 \
    grt_pass1_wl_mm 5.83 \
    end_kind "flop" \
    wirelength_mm 3.53 \
    fin_worst_skew_ns 0.00348 \
    grt.overflow.total 0 \
    fmax_mhz 391 \
    clkSinkCount 24 \
    ys_cells 185 \
    dpl.hpwl_mm 2.76 \
    cpPeakStageDelay_ns 0.51 \
    synthCells 185 \
    drv_slew 0 \
    critical_path_arrival_ns 2.74 \
    maxCapViolCount 0 \
    path_depth 6 \
    ys_area_sq_um 1780 \
    ys.flop_type "dfrtp_1" \
    fp.dieH_microns 79.1 \
    antenna_found_initial 0 \
    initCoreUtil_pct 31.8 \
    die_w_microns 79.1 \
    hp-start "Ball_Y_Motion[0]" \
    num_rows 27 \
    cpMaxStageDelayCell "clkdlybuf4s50_1" \
    fin_crit_sh_pct 51.1 \
    synth.avg_cell_area_sq_um 9.64 \
    worstSetupStartpoint "keycode[2]" \
    place.gp.congestion 0.867 \
    hold_depth 1 \
    async_flop_share_pct 100 \
    io_pins 40 \
    ys_types 47 \
    crit_buf_inv 1 \
    synth_seq_share_pct 34.1 \
    chip_area_sq_um 6260 \
    top_cell_area_share_pct 25.2 \
    worst_pin_slew_ns 0.512 \
    relSlewSlack_pct 65.4 \
]
[where the power goes]
part	switching (uW)	total, uW	internal, uW
Combinational	278	655	377
Clock	60.3	117	56.8
Sequential	117	424	307
[registers in the layout, indices dropped and copies added (netlist names)]
name           flops
Ball_X_Pos        10
Ball_Y_Pos        10
Ball_X_Motion      2
Ball_Y_Motion      2
[worst register-to-register path: stages, from the launching register on]
cell and delay, ns:
dfrtp_1 0.62, ha_1 0.32, a21o_1 0.19, a211oi_1 0.30
o21ai_0 0.23, a2111oi_0 0.41, nor3b_1 0.09
[stage by stage]
| stage | total power, uW | utilization [%] | cell area, sq um | cells |
|---|---|---|---|---|
| floorplan | 831 | - | 1810 | 193 |
| global placement | 1080 | 37.8 | 2120 | 284 |
| detailed placement | 1090 | 37.8 | 2120 | 284 |
| CTS | 1210 | 38.6 | 2170 | 288 |
| global route | 1320 | 38.6 | 2170 | 288 |
| finish | 1200 | 38.6 | 2170 | 288 |
[per-layer routing]
metal | global-route usage [%] | up-vias | routed length [microns]
li1 | - | 733 | -
met1 | 19.3 | 658 | 1880
met2 | 17.5 | 17 | 1520
met3 | 1.17 | 2 | 114
met4 | 1.09 | 0 | 20
met5 | 0 | - | 0
[logic make-up (layout without fill, tap and decap cells)]
group / after synthesis / count (layout) / synth area share [%]
muxes: 2 / 2 / 1.19
adders and majority gates: 20 / 20 / 14.9
AOI/OAI and AO/OA: 44 / 44 / 16.6
xor gates and xnor gates: 18 / 18 / 8.84
and+or+nand+nor: 52 / 52 / 17.0
DFF: 24 / 24 / 34.1
other: 2 / 10 / 0.421
buffers and inverters: 23 / 46 / 7.01
[layout make-up]
type | count | area, sq um
Fill cell | 574 | 3440
Multi-Input combinational cell | 146 | 1080
Sequential cell | 24 | 608
Timing Repair Buffer | 30 | 298
Tap cell | 72 | 90.1
Clock buffer | 4 | 45.0
Inverter | 12 | 45.0
[cell usage in the layout (no fill, tap or decap), types with 5 or more instances in the layout]
cell type / n
dfstp_2: 6
a21oi_1: 8
o21ai_0: 10
conb_1: 10
ha_1: 18
nor3_1: 5
inv_1: 12
nand2_1: 10
dfrtp_1: 18
clkdlybuf4s50_1: 29
a21o_1: 5
nor2_1: 5
xnor2_1: 9
xor2_1: 9
[synthesized netlist by cell type, types with 5 or more instances]
master,count
ha_1,18
dfstp_2,6
a21oi_1,8
a21o_1,5
xor2_1,9
buf_4,10
o21ai_0,10
xnor2_1,9
nand2_1,10
inv_1,12
dfrtp_1,18
nor3_1,5
nor2_1,5
[worst paths after layout]
| kind | end | slack, ns |
|---|---|---|
| worst min register to register | Ball_Y_Pos[0] | 0.51 |
| worst min-delay path | Ball_Y_Pos[0] | 0.51 |
| min in group asynchronous | Ball_Y_Pos[3] | 1.08 |
| worst max register to register | Ball_Y_Pos[9] | 2.72 |
| max in group asynchronous | Ball_X_Pos[8] | 3.63 |
| worst max-delay path | Ball_X_Motion[8] | 2.45 |
Power is estimated from default activity; no workload was simulated.
